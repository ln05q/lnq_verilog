**flow/run.sh**
```bash
#!/bin/bash
# OpenROAD 26Q1-2900-gdf79404cd8, Yosys 0.63+post, stock flow scripts
make -C /OpenROAD-flow-scripts/flow DESIGN_CONFIG=/design/flow/config.mk WORK_HOME=/design/flow/orfs finish
```
**flow/config.mk**
```make
export PLATFORM = sky130hd
export DESIGN_NAME = sgp_ram
export DESIGN_NICKNAME = sgp_ram
export VERILOG_FILES = /design/flow/design.v
export SDC_FILE = /design/flow/constraint.sdc
export NUM_CORES = 4
export LEC_CHECK = 1
export CORE_UTILIZATION = 40
```
**flow/constraint.sdc**
```tcl
current_design sgp_ram

set clk_period 3.6
set clk_io_pct 0.2

create_clock -name clk0 -period $clk_period [get_ports {clk}]

set non_clock_inputs [all_inputs -no_clocks]
set_input_delay [expr $clk_period * $clk_io_pct] -clock clk0 $non_clock_inputs
set_output_delay [expr $clk_period * $clk_io_pct] -clock clk0 [all_outputs]
```
**flow/design.v**
```verilog
module sgp_ram (
    input clk,
    input cs,
    input wr_e,
    input oe,
    input [6:0] addr,
    inout [7:0] data
);
  reg [7:0] register[127:0];
  reg data_out;
  assign data = (oe && !wr_e) ? data_out : 8'bzzzzzzzz;
  always @(posedge clk) begin
    if (cs) begin
      if (wr_e) register[addr] <= data;
      else if (!wr_e) data_out <= register[addr];
    end
  end
endmodule
```
==> flow_summary.ini <==
; implementation run metrics
[outcome]
outcome = stopped before the end
lastStage = 4_1_cts
error_line = [error] [KeplerFormal.cpp:679] Workflow failed: Iso has multiple drivers: .data0, place49.X0

[synth]
synth_area_mm2 = 0.00588
ys_area_mm2 = 0.00588
edf_count = 129
syn_inst = 469
area_leaders = edfxtp_1 66%, nor2_1 8.4%, mux2i_1 4.4%
post_synth.cell_area_avg_um2 = 12.5
ys_cells = 469
yosys_most_used_dff = edfxtp_1
yosys_warnings = 2
synthTopCellsByCount = 132 x nor2_1, 129 x edfxtp_1, 26 x mux2i_1
top_area_cell = edfxtp_1
ys_ff = 129
top_cell = nor2_1
ys_seq_share = 0.658
synth.top_cell.area_share = 0.658
synth_cell_type_count = 48
ys_async_sr_fraction = 0

[cts]
ctsResizeCount = 0
htree_num_levels = 4
cts_root_buffer = clkbuf_16
clockBufferDepth = 2
hold_buffers = 0
cts_sinks = 129
numCtsBuffers = 17
cts_setup_buffers = 0

[placed_design]
port_buffers = 9
dp_cells = 648
routabilityCongestion = 0.844
pre_cts_ws_ps = 308
place_hpwl_mm = 8.03

[floorplan]
die_x_um = 123
rows = 43
floorplan.core_util = 0.417
io_pins = 19
die.size.y_um = 123
[metrics by stage]
step / power [mW] / utilization / instance area (µm²) / hold WS, ps
after floorplan: 1.85 / - / 5910 / 684
after global placement: 1.90 / 0.436 / 6150 / 811
after detailed placement: 1.91 / 0.436 / 6150 / 819
[cells by family after synthesis]
family	after synthesis	synth area share
other cells	1	0.000637
simple gates	201	0.145
compound gates	58	0.0757
flops	129	0.658
buf+inv	40	0.0412
mux	40	0.0793
Power is estimated from default activity; no workload was simulated.
